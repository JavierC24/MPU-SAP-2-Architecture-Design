### design/flow/design.v
module m8bitAND(input[7:0] iA,
						input[7:0] iB,
						output[7:0] oAND);
assign oAND[7:0] = iA[7:0] & iB[7:0];
endmodule
module m8bitAdderSubtractor(input[7:0] iA,
										input[7:0] iB,
										input iSub,		 
										output[7:0] oAddSub);
wire nCarry0, nCarry1, nCarry2, nCarry3, nCarry4, nCarry5, nCarry6, nCarry7;
wire nBinput0, nBinput1, nBinput2, nBinput3, nBinput4, nBinput5, nBinput6, nBinput7;
wire [7:0] nCarryout;
wire [7:0] nAddSub;
assign nBinput0 = iB[0]^iSub;
assign nBinput1 = iB[1]^iSub;
assign nBinput2 = iB[2]^iSub;
assign nBinput3 = iB[3]^iSub;
assign nBinput4 = iB[4]^iSub;
assign nBinput5 = iB[5]^iSub;
assign nBinput6 = iB[6]^iSub;
assign nBinput7 = iB[7]^iSub;
assign oCarry = nCarry7;
mFullAdder FullAdder_0 (.iA(iA[0]), .iB(nBinput0), .iC(iSub), .oSum(nAddSub[0]), .oCarry(nCarry0));
mFullAdder FullAdder_1 (.iA(iA[1]), .iB(nBinput1), .iC(nCarry0), .oSum(nAddSub[1]), .oCarry(nCarry1));
mFullAdder FullAdder_2 (.iA(iA[2]), .iB(nBinput2), .iC(nCarry1), .oSum(nAddSub[2]), .oCarry(nCarry2));
mFullAdder FullAdder_3 (.iA(iA[3]), .iB(nBinput3), .iC(nCarry2), .oSum(nAddSub[3]), .oCarry(nCarry3));
mFullAdder FullAdder_4 (.iA(iA[4]), .iB(nBinput4), .iC(nCarry3), .oSum(nAddSub[4]), .oCarry(nCarry4));
mFullAdder FullAdder_5 (.iA(iA[5]), .iB(nBinput5), .iC(nCarry4), .oSum(nAddSub[5]), .oCarry(nCarry5));
mFullAdder FullAdder_6 (.iA(iA[6]), .iB(nBinput6), .iC(nCarry5), .oSum(nAddSub[6]), .oCarry(nCarry6));
mFullAdder FullAdder_7 (.iA(iA[7]), .iB(nBinput7), .iC(nCarry6), .oSum(nAddSub[7]), .oCarry(nCarry7));
assign oAddSub [7:0] = nAddSub [7:0];
endmodule
module m8bitOR(input[7:0] iA,
						input[7:0] iB,
						output[7:0] oOR);
assign oOR[7:0] = iA[7:0] | iB[7:0];
endmodule
module m8bitXOR(input[7:0] iA,
						input[7:0] iB,
						output[7:0] oXOR);
assign oXOR[7:0] = iA[7:0] ^ iB[7:0];
endmodule
module mALU(input[7:0] iA,
					input[7:0] iB,
					input iClock,
					input Add,			 
					input Sub,			 
					input AND,			 
					input OR,			 
					input XOR,			 
					input Inc,
					input Dec,
					input RotateLeft,	
					input RotateRight,
					output [7:0] oALU,
					output oZeroFlag,
					output oSignFlag
					);
wire [7:0] nAddSub;
wire [7:0] nAND;
wire [7:0] nOR;
wire [7:0] nXOR;
wire [7:0] nRotateA;
wire [7:0] nIncDecA;
wire [7:0] nSignSub;
wire [7:0] nSignDec;
wire [7:0] nSignFlag;
m8bitAdderSubtractor AdderSubtractor(.iA(iA), .iB(iB), .iSub(Sub), .oAddSub(nAddSub));
m8bitAND ANDGATE(.iA(iA), .iB(iB), .oAND(nAND));
m8bitOR ORGATE(.iA(iA), .iB(iB), .oOR(nOR));
m8bitXOR XORGATE(.iA(iA), .iB(iB), .oXOR(nXOR));
mIncDecA IncDec_A(.iA(iA), .Inc(Inc), .oIncDec(nIncDecA));
mRotate_iA Rotate_iA(.iA(iA), .iRotateLeft(RotateLeft), .oQ(nRotateA));
mDFF_posedgeclk ZeroFlag(.iD(oALU[7:0] == 8'b0), .iClock(iClock), .iReset(iReset), .iEnable(Add||Sub||AND||OR||XOR||Inc||Dec||RotateLeft||RotateRight), .oQ(oZeroFlag));
assign nSignSub = Sub && oALU[7] && (iB > iA);
assign nSignDec = Dec && (iA == 8'b0);
assign nSignFlag = nSignSub || nSignDec;
mDFF_posedgeclk SignFlag(.iD(nSignFlag), .iClock(iClock), .iReset(iReset), .iEnable(1), .oQ(oSignFlag));
bufif1 (oALU [0], nAddSub[0], Add^Sub);
bufif1 (oALU [1], nAddSub[1], Add^Sub);
bufif1 (oALU [2], nAddSub[2], Add^Sub);
bufif1 (oALU [3], nAddSub[3], Add^Sub);
bufif1 (oALU [4], nAddSub[4], Add^Sub);
bufif1 (oALU [5], nAddSub[5], Add^Sub);
bufif1 (oALU [6], nAddSub[6], Add^Sub);
bufif1 (oALU [7], nAddSub[7], Add^Sub);
bufif1 (oALU [0], nAND [0], AND);
bufif1 (oALU [1], nAND [1], AND);
bufif1 (oALU [2], nAND [2], AND);
bufif1 (oALU [3], nAND [3], AND);
bufif1 (oALU [4], nAND [4], AND);
bufif1 (oALU [5], nAND [5], AND);
bufif1 (oALU [6], nAND [6], AND);
bufif1 (oALU [7], nAND [7], AND);
bufif1 (oALU [0], nOR [0], OR);
bufif1 (oALU [1], nOR [1], OR);
bufif1 (oALU [2], nOR [2], OR);
bufif1 (oALU [3], nOR [3], OR);
bufif1 (oALU [4], nOR [4], OR);
bufif1 (oALU [5], nOR [5], OR);
bufif1 (oALU [6], nOR [6], OR);
bufif1 (oALU [7], nOR [7], OR);
bufif1 (oALU [0], nXOR [0], XOR);
bufif1 (oALU [1], nXOR [1], XOR);
bufif1 (oALU [2], nXOR [2], XOR);
bufif1 (oALU [3], nXOR [3], XOR);
bufif1 (oALU [4], nXOR [4], XOR);
bufif1 (oALU [5], nXOR [5], XOR);
bufif1 (oALU [6], nXOR [6], XOR);
bufif1 (oALU [7], nXOR [7], XOR);
bufif1 (oALU [0], nIncDecA [0], Inc^Dec);
bufif1 (oALU [1], nIncDecA [1], Inc^Dec);
bufif1 (oALU [2], nIncDecA [2], Inc^Dec);
bufif1 (oALU [3], nIncDecA [3], Inc^Dec);
bufif1 (oALU [4], nIncDecA [4], Inc^Dec);
bufif1 (oALU [5], nIncDecA [5], Inc^Dec);
bufif1 (oALU [6], nIncDecA [6], Inc^Dec);
bufif1 (oALU [7], nIncDecA [7], Inc^Dec);
bufif1 (oALU [0], nRotateA [0], RotateLeft^RotateRight);
bufif1 (oALU [1], nRotateA [1], RotateLeft^RotateRight);
bufif1 (oALU [2], nRotateA [2], RotateLeft^RotateRight);
bufif1 (oALU [3], nRotateA [3], RotateLeft^RotateRight);
bufif1 (oALU [4], nRotateA [4], RotateLeft^RotateRight);
bufif1 (oALU [5], nRotateA [5], RotateLeft^RotateRight);
bufif1 (oALU [6], nRotateA [6], RotateLeft^RotateRight);
bufif1 (oALU [7], nRotateA [7], RotateLeft^RotateRight);
endmodule
module mDFF_posedgeclk(input [7:0] iD, 			 
								input iClock,
								input iReset,
								input iEnable,
								output reg oQ,
								output reg oQn);
always @(posedge iClock)
begin
	if (iReset == 1'b1)
		begin
			oQ <= 1'b0;
			oQn <= 1'b1;
		end		
	else
		if (iEnable == 1'b1)
		begin
			oQ <= iD;
			oQn <= ~iD;
		end
end
endmodule
module mFullAdder(input iA,
								input iB,
								input iC,
								output oSum,
								output oCarry);
wire n1, n2, n3;
mHalfAdder HalfAdder_0 (.iA(iB), .iB(iC), .oSum(n1), .oCarry(n2));
mHalfAdder HalfAdder_1 (.iA(iA), .iB(n1), .oSum(oSum), .oCarry(n3));
or OR(oCarry, n2, n3);
endmodule
module mHalfAdder(input iA,
						input iB,
						output oSum,
						output oCarry);
assign oSum = iA^iB;
assign oCarry = iA&iB;
endmodule
module mIncDecA(input[7:0] iA,
					input Inc, 			 
					output reg [7:0] oIncDec);
always@(Inc)
	if (Inc)
		oIncDec <= iA + 1;
	else
		oIncDec <= iA - 1;
endmodule
module mRotate_iA ( 	input [7:0] iA,
							input iRotateLeft,		 
							output reg [7:0] oQ
							);
always @ (iRotateLeft)
	begin
	if ((iRotateLeft == 1'b1))
		begin
		oQ <= iA << 1;
		oQ[0] <= iA[7];
		end
	else 
		begin
		oQ <= iA >> 1;
		oQ[7] <= iA[0];
		end
	end
endmodule
### design/flow/config.mk
export PLATFORM = sky130hd
export DESIGN_NAME = mALU
export DESIGN_NICKNAME = mALU
export VERILOG_FILES = /design/flow/design.v
export SDC_FILE = /design/flow/constraint.sdc
export NUM_CORES = 4
export LEC_CHECK = 1
export CORE_AREA = 10 10 70 70
export DIE_AREA = 0 0 80 80
### design/flow/constraint.sdc
current_design mALU

set clk_period 4.6
set clk_io_pct 0.2

create_clock -name clk0 -period $clk_period [get_ports {iClock}]

set non_clock_inputs [all_inputs -no_clocks]
set_input_delay [expr $clk_period * $clk_io_pct] -clock clk0 $non_clock_inputs
set_output_delay [expr $clk_period * $clk_io_pct] -clock clk0 [all_outputs]
### design/flow/run.sh
#!/bin/bash
# OpenROAD 26Q1-2900-gdf79404cd8, Yosys 0.63+post, stock flow scripts
make -C /OpenROAD-flow-scripts/flow DESIGN_CONFIG=/design/flow/config.mk WORK_HOME=/design/flow/orfs finish
==> CHANGELOG.md <==
## Implementation

* Status: finished, final reports clean
* Fillers at 389
* Pre-antenna DRT Iters at 1
* Gr ovfl total at 0
* Largest net degree at the start of global routing at 5
* Power density cells at 126.3 mW/mm2
* First-pass GRT wire length at 1242 um
* Routed Antenna Nets at 0
* Flop count at 0
* Drt first-iter violations at 0
* Core area at 0.003416 mm2
* Wire length per cell at 8.684 um
* Max-slew violations at 0
* Period minus WS final at 4431 ps
* Die width at 80 um
* Crit-path cells: clkdlybuf4s50_1, xor2_1, fa_2, inv_1, fa_1, fa_2, fa_2, inv_1, clkdlybuf4s50_1
* Placed Area at 533.0 um2
* Std cell rows at 21
* Area delta synth->final at 75.81%
* Final instance area at 545.5 um2
* Post-CTS Hold Fix Bufs at 0
* WP buf/inv at 4
* Crit path largest cell delay at 520 ps
* Commonest non-fill, non-tap cells in the layout: clkdlybuf4s50_1 (22), inv_1 (7), mux2_2 (4), xnor2_1 (4), fa_2 (3)
* Yosys stat cell total at 34
* Post-DR vias/cell at 2.326
* Arr. time, crit path at 3510 ps
* Fp_density at 9.084%
* Leak at 0.2155 nW
* Final worst-path cycle share at 96.32%
* Hold_ws at 2665 ps
* # clk buffers at 0
* Count of final hold-check violations at 0
* Critical path endpoint category: output port
* Syn avg cell area at 9.126 um2
* Synth warn at 16
* Die H at 80 um
* Tot GR Track Use at 2.372%
* Share of post-route cells with drive strength above 1 at 20.41%
* Crit path required time at 3680 ps
* Worst IR drop on VDD at 0.01724 mV
* I/O Buffers at 24
* Sequential Area at 0 um2
* Final WL at 825 um
* YS chip area at 310.3 um2
* Initial antenna violation count at 0
* Vias at 221
* Startpoint types: primary input
* Commonest non-fill, non-tap cell in the layout: clkdlybuf4s50_1
* Max Cap Violations at 0
* RSZ-0062 raised after global routing: no
* Hold/Removal Path Class: in2out
* Io pins at 36
* Slowest CP cell: fa_2
* Post-Syn Area at 310.3 um2
* DIE AREA at 0.006400 mm2
* CP Class: in2out
* DRC at 0
* Synth Seq Share at 0%
* N_diodes at 0
* Most used cell, CP: fa_2
* Max Clock Freq at 225.7 MHz
* Final setup viols at 0
* CP Max Fanout at 1
* Final Non-Filler Cells at 95
* Post-route setup TNS at 0 ps
* Tool warnings at 37
* Dpl cells at 95
* Top delay family on crit path: adder cells
* Number of distinct library cells after synthesis at 9
* Routability Congestion at 0.6631
* Cells after synthesis at 34
* Vias in the first global route at 270
* Hpwl dp at 849.7 um
[synthesized netlist by cell type]
cell     number  area (um2)
inv_1         7       26.28
xnor2_1       5       43.79
xnor2_2       1       16.27
conb_1        1       3.750
mux2_2        4       45.04
buf_4        10       75.07
buf_6         1       11.26
xor2_1        1       8.760
fa_1          4       80.08
[metrics by stage]
| stage | util, % | power (mW) | setup slack, ps |
|---|---|---|---|
| 2_1_floorplan | - | 0.04282 | 684.4 |
| 3_3_place_gp | 15.60 | 0.07110 | -251.6 |
| 3_5_place_dp | 15.60 | 0.07150 | -280.4 |
| 4_1_cts | 15.97 | 0.07216 | 140.7 |
| 5_1_grt | 15.97 | 0.07875 | 56.92 |
| 6_report | 15.97 | 0.06889 | 169.3 |
[metal layers]
layer / routed length [um] / GRT usage [%] / share of wire [%]
met5: 0 / 0 / 0
met4: 0 / 0 / 0
met3: 16 / 0.1136 / 1.9
met2: 573 / 5.538 / 69
met1: 235 / 2.152 / 28
[kinds of logic after synthesis]
logic type / after synthesis / share of synthesized area [%]
buf+inv: 18 / 36.29
xor+xnor: 7 / 22.18
mux: 4 / 14.52
fa+ha+maj: 4 / 25.81
other cells: 1 / 1.209
[cell type report]
type                            instances  area, um2  share of cell area [%]
Tap cell                               46      57.56                   10.55
Timing Repair Buffer                   25      245.2                   44.95
Inverter                                7      26.28                   4.817
Multi-Input combinational cell         17      216.5                   39.68
[repair_timing]
item | in CTS | in global routing
setup buffers | 0 | 0
endpoints found under the setup margin | 1 | 0
resized | 6 | 0
[report_power, final]
group          internal [mW]  leakage, nW  switching [mW]  total, mW
registers                  0            0               0          0
clock network              0            0               0          0
logic                 0.0492        0.216          0.0197     0.0689
total                 0.0492        0.216          0.0197     0.0689
[tightest hold or removal path, delay by kind of cell]
| family | cells | cell delay (ps) |
|---|---|---|
| xor gates and xnor gates | 2 | 190 |
| buffers and inverters | 3 | 620 |
[final timing paths]
check | startpoint | depth (start not counted) | to | slack (ps)
worst min-delay path | Sub | 5 | oALU[5] | 2670
worst max-delay path | iB[1] | 9 | oALU[4] | 170
Power figures rest on the tool's default switching activity, not on a simulated workload.
